==> design.v <==
module PE_3x3 		 
	(
		input wire signed [15:0] i_w0,
		input wire signed [15:0] i_w1,
		input wire signed [15:0] i_w2,
		input wire signed [15:0] i_w3,
		input wire signed [15:0] i_w4,
		input wire signed [15:0] i_w5,
		input wire signed [15:0] i_w6,
		input wire signed [15:0] i_w7,
		input wire signed [15:0] i_w8,
		input wire signed [15:0] i_d0,
		input wire signed [15:0] i_d1,
		input wire signed [15:0] i_d2,
		input wire signed [15:0] i_d3,
		input wire signed [15:0] i_d4,
		input wire signed [15:0] i_d5,
		input wire signed [15:0] i_d6,
		input wire signed [15:0] i_d7,
		input wire signed [15:0] i_d8,
		output [15:0] o_d
	);
wire signed [31:0] part_sum[0:8];
wire signed [31:0] sum;
assign part_sum[0] 	= 	i_w0 * i_d0;
assign part_sum[1] 	= 	i_w1 * i_d1;
assign part_sum[2] 	= 	i_w2 * i_d2;
assign part_sum[3] 	= 	i_w3 * i_d3;
assign part_sum[4] 	= 	i_w4 * i_d4;
assign part_sum[5] 	= 	i_w5 * i_d5;
assign part_sum[6] 	= 	i_w6 * i_d6;
assign part_sum[7] 	= 	i_w7 * i_d7;
assign part_sum[8] 	= 	i_w8 * i_d8;
assign sum 			= 	part_sum[0] +
						part_sum[1] +
						part_sum[2] +
						part_sum[3] +
						part_sum[4] +
						part_sum[5] +
						part_sum[6] +
						part_sum[7] +
						part_sum[8];
assign o_d 	 		= 	sum[23:8];
endmodule
module PE_1x1
	(
		input 	wire signed [15:0] i_w,
		input 	wire signed [15:0] i_d,
		output 	wire signed [15:0] o_d
	);
wire signed [31:0] part_sum;
assign part_sum = i_w * i_d;
assign o_d 		= part_sum[23:8];
endmodule
module conv2d_universal
	(
		input 						i_clk,
		input 						i_rst,
		input 						i_start,
		input 				[8:0] 	i_max_width,
		input 				[8:0] 	i_max_height,
		input 				[1:0] 	i_kernel_size,
		input 						i_is_pad,
		input 						i_stride, 		 
		input 				[9:0] 	i_max_ci,
		input 				[9:0] 	i_max_co,
		input wire signed 	[15:0] 	i_data,
		input wire 	 	 	[143:0] i_kernel_w,
		output reg					o_done,
		output 				[15:0] 	o_data,
		output 						o_valid
	);
parameter 	DATA_WIDTH = 16;
parameter MAX_BUF_SIZE = 113;
localparam 	IDLE 	= 0,
			WORK 	= 1;
reg  		[0:0] 	 			c_state,  						n_state;
reg signed 	[15:0] 	 			c_line_buf[0:MAX_BUF_SIZE], 	n_line_buf[0:MAX_BUF_SIZE];
reg 		[8:0] 				c_x, 							n_x; 		 
reg 		[8:0] 				c_y, 							n_y; 		 
wire signed [15:0] 				PE_3x3_o_d, PE_1x1_o_d, mux_o_d;
wire  							pad_sync;
wire  		[15:0]  			PE_i_d0, PE_i_d1, PE_i_d2, PE_i_d3, PE_i_d4, PE_i_d5, PE_i_d6, PE_i_d7, PE_i_d8;
assign o_data 	= mux_o_d;
assign o_valid 	= i_is_pad ? 
                 ((c_y >= 1 && c_x > 1) || c_y >= 2) && !(c_x >= 2 && c_y == i_max_height+1) && !o_done : 
                 ((c_y == i_max_height && c_x == 0) || (c_y < i_max_height)) && !o_done && !(c_x == 0 && c_y == 0);
assign pad_sync = c_y >= 1 && c_x == 1;
assign PE_i_d0 	= pad_sync ? c_line_buf[2*(i_max_width + 2)+2 	+2] : c_line_buf[2*(i_max_width + 2)+2];
assign PE_i_d1 	= pad_sync ? c_line_buf[2*(i_max_width + 2)+1 	+2] : c_line_buf[2*(i_max_width + 2)+1];
assign PE_i_d2 	= pad_sync ? c_line_buf[2*(i_max_width + 2) 	+2] : c_line_buf[2*(i_max_width + 2)  ];
assign PE_i_d3 	= pad_sync ? c_line_buf[1*(i_max_width + 2)+2 	+2] : c_line_buf[1*(i_max_width + 2)+2];
assign PE_i_d4 	= pad_sync ? c_line_buf[1*(i_max_width + 2)+1 	+2] : c_line_buf[1*(i_max_width + 2)+1];
assign PE_i_d5 	= pad_sync ? c_line_buf[1*(i_max_width + 2) 	+2] : c_line_buf[1*(i_max_width + 2)  ];
assign PE_i_d6 	= pad_sync ? c_line_buf[0  				  +2 	+2] : c_line_buf[0 					+2];
assign PE_i_d7 	= pad_sync ? c_line_buf[0  				  +1 	+2] : c_line_buf[0 					+1];
assign PE_i_d8 	= pad_sync ? c_line_buf[0  				   		+2] : c_line_buf[0 					  ];
integer i;
always@(posedge i_clk, negedge i_rst)
	if(!i_rst) begin
		c_state <= 0;
		c_x 	<= 0;
		c_y 	<= 0;
		for(i=0; i<MAX_BUF_SIZE; i=i+1) 	c_line_buf[i] <= 0;
	end else begin
		c_state <= n_state;
		c_x 	<= n_x;
		c_y 	<= n_y;
		for(i=0; i<MAX_BUF_SIZE; i=i+1) 	c_line_buf[i] <= n_line_buf[i];
	end
always@* begin
	n_state = c_state;
	n_x 	= c_x;
	n_y 	= c_y;
	for(i=0; i<MAX_BUF_SIZE; i=i+1) 		n_line_buf[i] = c_line_buf[i];
	o_done = 0;
	case(c_state)
		IDLE: begin
			n_x = 0;
			n_y = 0;
			for(i=0; i<MAX_BUF_SIZE; i=i+1) 	n_line_buf[i] = 0;
			if(i_start) n_state = WORK;
		end
		WORK: begin
			if(c_x < i_max_width-1)	 		n_x = c_x + 1;
			else begin
				n_x = 0;
				if(c_y < i_max_height + 1) 	n_y = c_y + 1;
				else 						n_y = 0;
			end
			if(i_is_pad) begin
				if(c_x == 2 && c_y == i_max_height+1) begin
					o_done 	= 1;
					n_state = IDLE;
				end
			end 
			else begin 		 
				if(c_x == 1 && c_y == i_max_height) begin
					o_done 	= 1;
					n_state = IDLE;
				end
			end
			if(i_is_pad) begin
				if(c_x == 0 && c_y != 0) begin
					n_line_buf[2] = 0;
					n_line_buf[1] = 0;
					if(c_y > i_max_height-1)		n_line_buf[0] = 0;
					else 							n_line_buf[0] = i_data;
					for(i=3;i<MAX_BUF_SIZE;i=i+1) 	n_line_buf[i] = c_line_buf[i-3];
				end
				else begin
					if(c_y > i_max_height-1)		n_line_buf[0] = 0;
					else 							n_line_buf[0] = i_data;
					for(i=1;i<MAX_BUF_SIZE;i=i+1) 	n_line_buf[i] = c_line_buf[i-1];
				end				
			end
			else begin 		
				for(i=1;i<MAX_BUF_SIZE;i=i+1) 		n_line_buf[i] = c_line_buf[i-1];
				if(c_y > i_max_height-1)			n_line_buf[0] = 0;
				else 								n_line_buf[0] = i_data;
			end
		end
	endcase
end
PE_3x3 	PE3_U0	
	(
		.i_w0(i_kernel_w[DATA_WIDTH*0+:DATA_WIDTH]),
		.i_w1(i_kernel_w[DATA_WIDTH*1+:DATA_WIDTH]),
		.i_w2(i_kernel_w[DATA_WIDTH*2+:DATA_WIDTH]),
		.i_w3(i_kernel_w[DATA_WIDTH*3+:DATA_WIDTH]),
		.i_w4(i_kernel_w[DATA_WIDTH*4+:DATA_WIDTH]),
		.i_w5(i_kernel_w[DATA_WIDTH*5+:DATA_WIDTH]),
		.i_w6(i_kernel_w[DATA_WIDTH*6+:DATA_WIDTH]),
		.i_w7(i_kernel_w[DATA_WIDTH*7+:DATA_WIDTH]),
		.i_w8(i_kernel_w[DATA_WIDTH*8+:DATA_WIDTH]),
		.i_d0(PE_i_d0),
		.i_d1(PE_i_d1),
		.i_d2(PE_i_d2),
		.i_d3(PE_i_d3),
		.i_d4(PE_i_d4),
		.i_d5(PE_i_d5),
		.i_d6(PE_i_d6),
		.i_d7(PE_i_d7),
		.i_d8(PE_i_d8),
		.o_d(PE_3x3_o_d)
	);
PE_1x1 PE1_U0 
	(
		.i_w(i_kernel_w[DATA_WIDTH*0+:DATA_WIDTH]),
		.i_d(c_line_buf[0]),
		.o_d(PE_1x1_o_d)
	);
mux_2x1 mux_U0
	(
		.i_sel(i_kernel_size),
		.i_d0(PE_1x1_o_d),
		.i_d1(PE_3x3_o_d),
		.o_d(mux_o_d)
	);
endmodule
module mux_2x1
	(
		input 		[1:0]		i_sel,
		input 		[15:0] 		i_d0,
		input 		[15:0] 		i_d1,
		output reg 	[15:0] 		o_d
	);
always@* begin
	case(i_sel)
		2'd1 	: 	o_d = i_d0;
		2'd3 	: 	o_d = i_d1;
		default :	o_d = 16'h0; 
	endcase
end
endmodule
module top_conv2d#
	(
		parameter DATA_WIDTH = 16
	)
	(
		input 				i_clk,
		input 				i_rst,
		output  	[5:0] 	o_ctrl_addr,
		input 		[31:0] 	i_ctrl_data,
		output reg			o_ctrl_we,
		output reg	[31:0] 	o_ctrl_data, 			 
		output 		[17:0] 	o_img_addr, 			 
		input 		[31:0] 	i_img_data, 
		output  	[17:0] 	o_outimg_addr,
		output 				o_outimg_we,
		output 		[31:0] 	o_outimg_data
	);
localparam 	IDLE 	= 0,
			CONV2D 	= 1;
localparam 	CTRL 	= 4'd0,
 			PARAM1 	= 4'd2,
 			PARAM2 	= 4'd3;
wire fKernel;
reg [DATA_WIDTH*9-1:0] 	c_kernel, 		n_kernel;
reg [0:0]				c_state, 		n_state;
reg [7:0]				c_width, 		n_width;
reg [7:0]				c_height, 		n_height;
reg [1:0]				c_kernel_sz, 	n_kernel_sz;
reg  					c_padding, 		n_padding;
reg [1:0]				c_stride, 		n_stride;
reg [9:0]				c_ci, 			n_ci;
reg [9:0]				c_co, 			n_co;
reg  					c_start, 		n_start;
reg  					c_conv, 		n_conv;
wire 					conv2d_o_done;
wire [15:0]				conv2d_o_data;
wire 					conv2d_o_valid;
reg [5:0] c_ctrl_addr, n_ctrl_addr;
reg [19:0] c_img_addr, n_img_addr; 			
reg conv2d_start;
reg [19:0] 	c_outimg_addr, n_outimg_addr;
assign fKernel 	=  ((c_ctrl_addr >> 2)  >= 4) && ((c_ctrl_addr >> 2) < 13);  
assign o_ctrl_addr	= n_ctrl_addr; 		 
assign o_img_addr 	= n_img_addr; 		 
assign o_outimg_addr = c_outimg_addr;
assign o_outimg_we = c_state == CONV2D ? conv2d_o_valid : 0; 		 
assign o_outimg_data = {16'b0, conv2d_o_data}; 		 
conv2d_universal conv2d_inst_
	(
		.i_clk			(i_clk),
		.i_rst			(i_rst),
		.i_start		(conv2d_start),
		.i_max_width	(c_width),
		.i_max_height	(c_height),
		.i_kernel_size	(c_kernel_sz),
		.i_is_pad		(c_padding),
		.i_stride		(1'b1), 		 
		.i_max_ci		(c_ci),
		.i_max_co		(c_co),
		.i_data			(i_img_data[15:0]),
		.i_kernel_w		(c_kernel),
		.o_done			(conv2d_o_done),
		.o_data			(conv2d_o_data),
		.o_valid		(conv2d_o_valid)
	);
always@(posedge i_clk, negedge i_rst)
	if(!i_rst) begin
		c_kernel 		<= 0;
		c_state 		<= 0;
		c_width 		<= 0;
		c_height 		<= 0;
		c_kernel_sz 	<= 0;
		c_padding 		<= 0;
		c_stride 		<= 0;
		c_ci 			<= 0;
		c_co 			<= 0;
		c_start 		<= 0;
		c_conv 			<= 0;
		c_ctrl_addr 	<= 0;
		c_img_addr 		<= 0;
		c_outimg_addr 	<= 0;
	end else begin
		c_kernel 		<= n_kernel;
		c_state 		<= n_state;
		c_width 		<= n_width;
		c_height 		<= n_height;
		c_kernel_sz 	<= n_kernel_sz;
		c_padding 		<= n_padding;
		c_stride 		<= n_stride;
		c_ci 			<= n_ci;
		c_co 			<= n_co;
		c_start 		<= n_start;
		c_conv 			<= n_conv;
		c_ctrl_addr 	<= n_ctrl_addr;
		c_img_addr 		<= n_img_addr;
		c_outimg_addr 	<= n_outimg_addr;
	end
always@* begin
	n_state 		= c_state;
	n_kernel 		= c_kernel;
	n_width 		= (c_ctrl_addr >> 2) == PARAM1 	? i_ctrl_data[0+:8] 	: c_width;
	n_height 		= (c_ctrl_addr >> 2) == PARAM1 	? i_ctrl_data[8+:8] 	: c_height;
	n_kernel_sz 	= (c_ctrl_addr >> 2) == PARAM1 	? i_ctrl_data[16+:2] 	: c_kernel_sz;
	n_padding 		= (c_ctrl_addr >> 2) == PARAM1 	? i_ctrl_data[18+:1] 	: c_padding;
	n_stride 		= (c_ctrl_addr >> 2) == PARAM1 	? i_ctrl_data[19+:2] 	: c_stride;
	n_ci 			= (c_ctrl_addr >> 2) == PARAM2 	? i_ctrl_data[0+:10] 	: c_ci;
	n_co 			= (c_ctrl_addr >> 2) == PARAM2 	? i_ctrl_data[10+:10] 	: c_co;
	n_start 		= (c_ctrl_addr >> 2) == CTRL 	? i_ctrl_data[0] 		: c_start;
	n_conv 			= (c_ctrl_addr >> 2) == CTRL 	? i_ctrl_data[2] 		: c_conv;
	n_ctrl_addr 	= c_ctrl_addr;
	o_ctrl_data 	= i_ctrl_data;
	o_ctrl_we 		= 0;
	n_img_addr 		= c_img_addr;
	n_outimg_addr 	= c_outimg_addr;
	conv2d_start 	= 0;
	case(c_state)
		IDLE: begin
			if(c_start) begin
				n_ctrl_addr = c_ctrl_addr + 4;
				if(fKernel) 	n_kernel[((c_ctrl_addr >> 2)-4)*DATA_WIDTH+:DATA_WIDTH] = i_ctrl_data[15:0];
				if((&c_ctrl_addr[5:2])) begin
					n_state = CONV2D;
					o_ctrl_data = {23'b0, 4'b0, 1'b0, 1'b0, c_conv, 1'b0, 1'b0}; 		 
					o_ctrl_we = 1;
					n_ctrl_addr = 0;
					conv2d_start = 1;
				end
			end
		end
		CONV2D: begin
			n_img_addr = c_img_addr + 4;
			n_outimg_addr = o_outimg_we ? c_outimg_addr + 4 : c_outimg_addr;
			if(conv2d_o_done) begin
				n_state = IDLE;
				o_ctrl_data = {23'b0, 4'b0, 1'b0, 1'b0, c_conv, 1'b1, 1'b0}; 		 
				o_ctrl_we = 1;
				n_img_addr = 0;
				n_outimg_addr = 0;
			end
		end
	endcase
end
endmodule
==> run.sh <==
#!/bin/bash
# OpenROAD 26Q1-2900-gdf79404cd8, Yosys 0.63+post, stock flow scripts
make -C /OpenROAD-flow-scripts/flow DESIGN_CONFIG=/design/flow/config.mk WORK_HOME=/design/flow/orfs finish
==> config.mk <==
export PLATFORM = sky130hd
export DESIGN_NAME = top_conv2d
export DESIGN_NICKNAME = top_conv2d
export VERILOG_FILES = /design/flow/design.v
export SDC_FILE = /design/flow/constraint.sdc
export NUM_CORES = 4
export LEC_CHECK = 1
export CORE_UTILIZATION = 50
==> constraint.sdc <==
current_design top_conv2d

set clk_period 53.9
set clk_io_pct 0.2

create_clock -name clk0 -period $clk_period [get_ports {i_clk}]

set non_clock_inputs [all_inputs -no_clocks]
set_input_delay [expr $clk_period * $clk_io_pct] -clock clk0 $non_clock_inputs
set_output_delay [expr $clk_period * $clk_io_pct] -clock clk0 [all_outputs]
==> results.py <==
# Metrics from the implementation run
metrics = {
    "place": {
        "dp_cells": 38800,
        "hpwl_mm": 2240,
        "placed_area_um2": 283000,
        "numPortBuffers": 139,
        "gp_congestion": 2.06,
    },
    "synth": {
        "yosysChipArea_um2": 253000,
        "yosys_cells": 32400,
        "numSynthFlops": 2033,
        "ys_async_sr_fraction_pct": 100,
        "yosys.stat.seqShare_pct": 20.1,
        "ys.flop_type": "dfrtp_1",
        "synth.most_common_cell": "nand2_1",
        "yosys.area.top_type": "dfrtp_1",
        "ys.warnings.count": 26,
        "ys_top_cells_by_count": "nand2_1, clkbuf_1, a22oi_1, inv_1, a21oi_1",
        "top_cells_by_area": "dfrtp_1, fa_1, nand2_1, a22oi_1, clkbuf_1",
        "syn_avg_cell_area_um2": 7.81,
        "postSynthCellCount": 32400,
        "netlist_area_um2": 253000,
        "ys_types": 114,
        "edf_count": 0,
        "netlist.area_leader.share_pct": 20.1,
    },
    "clock_network": {
        "cts-root-buf": "clkbuf_16",
        "cts_setup_buffers": 0,
        "cts_buffers": 218,
        "cts.sinks": 2033,
        "cts-resized-gates": 0,
        "clk_path_buf_depth": 4,
        "hold_buffers": 0,
        "htree_levels": 4,
    },
    "status": {
        "stop_error": "[ERROR GRT-0116] Global routing finished with congestion. Check the congestion regions in the DRC Viewer.",
        "haltStage": "global routing",
        "status": "aborted with a tool error",
    },
    "grt": {
        "grt.total_usage_pct": 136,
        "grt_pass1_vias": 385000,
        "grt_first_pass_wirelength_mm": 4310,
        "grt_max_degree": 188,
        "overflow": 139000,
    },
    "die": {
        "fp.dieW_um": 713,
        "io_pins": 174,
        "fp_util_pct": 50.3,
        "rows": 260,
        "dieHeight_um": 713,
    },
}
## per-layer routing
metal / GRT usage (%) / overflow
met3: 119 / 18200
met2: 162 / 68500
met5: 108 / 1684
met1: 134 / 37700
met4: 118 / 12800
## cells by family after synthesis
| family | count (synthesis) | synth area share, % |
|---|---|---|
| AND-OR/OR-AND | 9193 | 26.6 |
| AND/OR/NAND/NOR | 11000 | 20.0 |
| other | 1 | 0.00148 |
| multiplexers | 348 | 1.53 |
| XOR/XNOR | 343 | 1.32 |
| buffers and inverters | 6702 | 10.2 |
| adder cells (fa/ha/maj) | 2792 | 20.3 |
| flip-flops | 2033 | 20.1 |
## through the flow
stage                     setup slack, ns  hold WS, ns  power (mW)  util [%]
after floorplan                     28.07        0.428        74.7         -
after detailed placement            23.10        0.470        96.6      56.3
after global placement              23.17        0.465        93.2      56.3
after CTS                           20.61        0.485         102      57.8
Power is estimated from default activity; no workload was simulated.
